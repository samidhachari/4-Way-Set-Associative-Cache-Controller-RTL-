==> ./design.v <==
module cache_controller (
    input  logic        clk,
    input  logic        rst_n,
    input  logic [31:0] cpu_addr,
    input  logic [31:0] cpu_wdata,
    input  logic        cpu_req,
    input  logic        cpu_write,  
    output logic [31:0] cpu_rdata,
    output logic        cpu_ready,  
    output logic [31:0] mem_addr,
    output logic [31:0] mem_wdata,
    output logic        mem_req,
    output logic        mem_write,  
    input  logic [31:0] mem_rdata,
    input  logic        mem_ready   
);
    parameter NUM_SETS    = 16;   
    parameter NUM_WAYS    = 4;    
    parameter BLOCK_SIZE  = 1;    
    localparam INDEX_WIDTH = $clog2(NUM_SETS);
    localparam TAG_WIDTH   = 32 - INDEX_WIDTH;
    logic [INDEX_WIDTH-1:0] index;
    logic [TAG_WIDTH-1:0]   tag;
    assign index = cpu_addr[INDEX_WIDTH-1:0];
    assign tag   = cpu_addr[31:INDEX_WIDTH];
    logic [31:0]        data_array  [NUM_SETS][NUM_WAYS];
    logic [TAG_WIDTH-1:0] tag_array [NUM_SETS][NUM_WAYS];
    logic               valid_bit   [NUM_SETS][NUM_WAYS];
    logic               dirty_bit   [NUM_SETS][NUM_WAYS];
    logic [1:0]         lru_counter [NUM_SETS][NUM_WAYS];  
    typedef enum logic [1:0] {IDLE, COMPARE, ALLOCATE, WRITEBACK} state_t;
    state_t state, next_state;
    logic hit;
    logic [1:0] hit_way;    
    logic [1:0] victim_way;  
    logic       victim_dirty;
    integer hit_count;
    integer miss_count;
    always_comb begin
        hit = 0;
        hit_way = 0;
        victim_way = 0;
        for (int i = 0; i < NUM_WAYS; i++) begin
            if (valid_bit[index][i] && (tag_array[index][i] == tag)) begin
                hit = 1;
                hit_way = i[1:0];
            end
        end
        if (!hit) begin
            victim_way = 0; 
            for (int i = 0; i < NUM_WAYS; i++) begin
                 if (!valid_bit[index][i]) begin
                     victim_way = i[1:0]; 
                     break;
                 end
                 if (lru_counter[index][i] == 2'b00) victim_way = i[1:0];
            end
        end
        victim_dirty = dirty_bit[index][victim_way];
    end
    always_ff @(posedge clk or negedge rst_n) begin
        if (!rst_n) state <= IDLE;
        else        state <= next_state;
    end
    always_comb begin
        next_state = state;
        cpu_ready  = 0;
        mem_req    = 0;
        mem_write  = 0;
        mem_addr   = 0;
        mem_wdata  = 0;
        case (state)
            IDLE: begin
                if (cpu_req) next_state = COMPARE;
            end
            COMPARE: begin
                if (hit) begin
                    cpu_ready = 1;  
                    next_state = IDLE;
                end else begin
                    if (valid_bit[index][victim_way] && victim_dirty) 
                        next_state = WRITEBACK;
                    else 
                        next_state = ALLOCATE;
                end
            end
            WRITEBACK: begin
                mem_req   = 1;
                mem_write = 1;
                mem_addr  = {tag_array[index][victim_way], index};
                mem_wdata = data_array[index][victim_way];
                if (mem_ready) next_state = ALLOCATE;
            end
            ALLOCATE: begin
                mem_req   = 1;
                mem_write = 0;
                mem_addr  = cpu_addr;  
                if (mem_ready) next_state = COMPARE;  
            end
        endcase
    end
    always_ff @(posedge clk or negedge rst_n) begin
        if (!rst_n) begin
            for(int s=0; s<NUM_SETS; s++) 
                for(int w=0; w<NUM_WAYS; w++) begin
                    valid_bit[s][w] <= 0;
                    dirty_bit[s][w] <= 0;
                    lru_counter[s][w] <= 0;
                end
            hit_count <= 0;
            miss_count <= 0;
        end else begin
            case (state)
                COMPARE: begin
                    if (hit) begin
                        hit_count <= hit_count + 1;
                        lru_counter[index][hit_way] <= 2'b11;
                        for (int i=0; i<NUM_WAYS; i++) begin
                            if (i != hit_way && lru_counter[index][i] > 0)
                                lru_counter[index][i] <= lru_counter[index][i] - 1;
                        end
                        if (cpu_write) begin
                            data_array[index][hit_way] <= cpu_wdata;
                            dirty_bit[index][hit_way]  <= 1;
                        end else begin
                            cpu_rdata <= data_array[index][hit_way];
                        end
                    end else begin
                        miss_count <= miss_count + 1;
                    end
                end
                ALLOCATE: begin
                    if (mem_ready) begin
                        data_array[index][victim_way] <= mem_rdata;
                        tag_array[index][victim_way]  <= tag;
                        valid_bit[index][victim_way]  <= 1;
                        dirty_bit[index][victim_way]  <= 0;  
                        lru_counter[index][victim_way] <= 2'b11;
                    end
                end
            endcase
        end
    end
endmodule
==> ./run.sh <==
#!/bin/bash
# OpenROAD 26Q1-2900-gdf79404cd8, Yosys 0.63+post, stock flow scripts
make -C /OpenROAD-flow-scripts/flow DESIGN_CONFIG=/design/flow/config.mk WORK_HOME=/design/flow/orfs finish
==> ./config.mk <==
export PLATFORM = sky130hd
export DESIGN_NAME = cache_controller
export DESIGN_NICKNAME = cache_controller
export VERILOG_FILES = /design/flow/design.v
export SDC_FILE = /design/flow/constraint.sdc
export NUM_CORES = 4
export LEC_CHECK = 1
export CORE_UTILIZATION = 50
export SYNTH_HDL_FRONTEND = slang
==> ./constraint.sdc <==
current_design cache_controller

set clk_period 61.2
set clk_io_pct 0.2

create_clock -name clk0 -period $clk_period [get_ports {clk}]

set non_clock_inputs [all_inputs -no_clocks]
set_input_delay [expr $clk_period * $clk_io_pct] -clock clk0 $non_clock_inputs
set_output_delay [expr $clk_period * $clk_io_pct] -clock clk0 [all_outputs]
==> run notes <==
The synthesis and PnR run went through. Final instance count without filler cells landed at 14,400. On the reported timing paths, the clock transition at the registers reads 60 ps. Total number of vias landed at 93,900. Total congestion overflow landed at 0. Length of the first detailed-routing pass in iterations landed at 6.

Detailed-route vias per instance landed at 6.52. According to the I/O placement log, the pin count is 200. The worst setup path is captured at an output pin. In the synthesized netlist the async set-or-reset flop fraction comes to 0.0556. Layout cell share with drive strength beyond 1 landed at 0.260. Based on the critical path, the design can be clocked at up to 30.4 MHz. Via count of the first global-routing pass landed at 99,600. Final antenna-violating net count landed at 0. Averaged over all synthesized cells, the footprint is 18.9 um2. Warning count from the yosys run landed at 0. CTS added clock buffers totalling 424. After synthesis, the chip area reported by Yosys is 170,000 um2. The critical path in this run is classified as primary input to output pin. In this run the critical register-to-register path is captured at data_array[7][58]$_DFFE_PP_. IR analysis of the VDD net gives a maximum drop of 0.0263 mV.

Post-synthesis instance area landed at 170,000 um2. Synthesis inferred 4,100 register bits. The share of the core area taken by cells at floorplan is 0.503.

For the finished layout, the period the worst path requires is 32,850 ps. For the completed layout, the total cell area is recorded as 192,000 um2. Critical path data arrival time landed at 20,610 ps. For this design, the slowest cell found on the critical path is and4b_4. Cell count after placement landed at 13,600.

The run finished with clean final reports. The final timing summary puts the cycle share of the worst path at 0.537. TritonCTS built the clock tree.

Routability congestion estimate landed at 1.02. Count of endpoints failing setup in the final report landed at 0. In this run the worst setup path begins at cpu_addr[1]. From synthesis to final layout, the design area changed by 13.3%.

Total buffers and inverters traversed by the critical path landed at 7. The worst setup path is launched from a primary input. The overall die size recorded for this design is 342,000 um2. STA reports a reg2reg setup slack of 53,860 ps. Height of the chip landed at 585 um.

Power density over cell area landed at 31.9 nW/um2. Post-CTS repair timing setup buffer count landed at 0. The required time at the worst endpoint is listed as 48,960 ps.

Clock latency at the later pin of the worst-skew pair landed at 1020 ps. The buffer_ports step reported a buffer count of 199. Distinct cell type count after synthesis landed at 118. In this run, synthesis inferred 3,872 flip-flops with an integrated enable. The first global-routing pass estimated 782,000 um of wire. Aggregate routed wire length landed at 566,000 um. Leaving out fill and tap cells, the most frequent cell in the layout is edfxtp_1. Among all flip-flop cells after synthesis, the most frequent one is edfxtp_1. The number of cells reported by Yosys stat comes to 9,004. Sequential share of the synthesized area landed at 0.718.

The endpoint of the worst hold path is reported as valid_bit[38]$_DFFE_PN0P_. Among cell families on the critical path, the largest total delay comes from buffers and inverters. Cell leakage power landed at 62.8 nW.

The most common logic cells in the final layout are edfxtp_1, mux4_2, nand2_1. Final count of hold timing violations landed at 0. Average detailed-routed wire length per instance landed at 39.3 um. Final number of max-transition violations landed at 0. First-iteration detailed-routing DRC count landed at 7,282. For this run the detailed placement stage logged an HPWL of 350,000 um. Counting along the longest clock path gives a buffer depth of 4. The launch point of the worst register-to-register path is recorded as tag_array[10][39]$_DFFE_PP_. Number of antenna violations at the first check in global routing landed at 44. Hold analysis shows the worst path with a depth of 1. Entering global routing, the biggest net connects 109 pins. Setup repair after global routing left no endpoint under its margin.

On the final layout, the worst clock skew is 78.6 ps. The final layout reports a setup TNS of 0 ps. Path depth of the worst reg2reg path landed at 18.

For the worst min-delay path, the startpoint reported by OpenROAD is valid_bit[38]$_DFFE_PN0P_. Per STA, the highest per-stage delay on the worst path measures 830 ps. Along the worst path, the maximum fanout reaches 85.

The tree is rooted in a clkbuf_16. Post-cts hold-fix buffer tally landed at 0. Counting stages on the worst path, the most repeated cell is buf_4. In this run the tools logged warnings totalling 32. The number of maximum-capacitance violations recorded for the run is 0.

In this run the standard cell core region covers 337,000 um2. After detailed placement, the total cell area comes to 179,000 um2. For the pin with the worst max-slew slack, the measured transition is 1360 ps. In the routed design, unresolved DRC markers number 0. The tightest min-delay check is of the flop to flop type.

The synthesized instance count is 9,004. Total power consumption of the routed design landed at 6.14 mW. Traced cell by cell, the critical path runs through buf_16 > buf_4 > buf_4 > buf_4 > mux4_2 > mux2i_1 > xnor2_1 > o32a_1 > nor2_1 > nand4_1 > or4_1 > buf_4 > and4b_4 > nand2_4 > buf_4 > a211oi_1 > a211oi_1 > o22ai_1 > clkdlybuf4s50_1. Aggregate global-route resource usage landed at 0.377. H-tree depth landed at 5. Overall die width landed at 585 um. Gates resized during post-CTS repair numbered 0.

The clock tree has to reach 4,100 sinks. In this run the core area contains 213 standard-cell rows. The slew check shows that the tightest pin keeps a relative margin of 0.0957. The layout has 24,700 filler cells.
## Yosys cell counts (29+ instances only)
| cell type | instances | share of area |
|---|---|---|
| edfxtp_1 | 3872 | 0.68 |
| a31oi_1 | 57 | 0.0021 |
| buf_4 | 50 | 0.0022 |
| o22ai_1 | 99 | 0.0036 |
| buf_6 | 41 | 0.0027 |
| and2_1 | 30 | 0.0011 |
| buf_2 | 158 | 0.0047 |
| clkbuf_1 | 243 | 0.0054 |
| o21a_1 | 30 | 0.0013 |
| and3_1 | 29 | 0.0011 |
| mux4_2 | 1009 | 0.13 |
| a21oi_1 | 262 | 0.0077 |
| xnor2_1 | 83 | 0.0043 |
| o211ai_1 | 34 | 0.0015 |
| o21ai_0 | 234 | 0.0069 |
| inv_1 | 69 | 0.0015 |
| a21o_1 | 72 | 0.0032 |
| a211oi_1 | 36 | 0.0016 |
| dfrtp_1 | 227 | 0.033 |
| nand3_1 | 135 | 0.0040 |
| nand2_1 | 468 | 0.010 |
| buf_1 | 73 | 0.0016 |
| nor3_1 | 66 | 0.0019 |
| mux2_2 | 241 | 0.016 |
| a22oi_1 | 133 | 0.0059 |
| mux2i_1 | 377 | 0.022 |
| nor2_1 | 333 | 0.0074 |
## kinds of logic (layout without fill, tap and decap cells)
| kind of cell | after synthesis | count (layout) | share of synthesized area |
|---|---|---|---|
| XOR/XNOR | 101 | 101 | 0.00521 |
| flip-flops | 4100 | 4100 | 0.718 |
| AND/OR/NAND/NOR | 1247 | 1247 | 0.0339 |
| multiplexers | 1654 | 1654 | 0.174 |
| AND-OR/OR-AND | 1228 | 1228 | 0.0479 |
| buffers and inverters | 671 | 1506 | 0.0204 |
| adder cells (fa/ha/maj) | 3 | 3 | 0.000221 |
| other | 0 | 44 | 0 |
## registers in the layout, indices dropped and copies added (netlist names), named ones only
| signal | cells |
|---|---|
| tag_array | 1792 |
| dirty_bit | 64 |
| lru_counter | 94 |
| valid_bit | 64 |
| cpu_rdata | 32 |
| state | 4 |
| data_array | 2048 |
## worst max path at each step
| stage | endpoint | slack [ps] | cells after the start |
|---|---|---|---|
| CTS | mem_addr[24] | 28740 | 18 |
| finish | mem_addr[6] | 28350 | 19 |
| global route | mem_addr[24] | 28220 | 18 |
## worst register-to-register path, cell delays in order (launching register included)
cell	delay, ps
edfxtp_1	360
mux4_2	470
mux2i_1	690
xnor2_1	220
nand4_1	140
o22ai_1	900
and2_1	260
and4_1	740
a2111o_2	210
buf_4	540
nor3_4	210
buf_4	300
nand2_2	100
buf_4	470
a21boi_4	330
buf_4	450
nor2_4	70
buf_4	270
buf_4	340
## routing by layer
layer  routed length [um]  part of all wire  global-route usage
met3                97800              0.17               0.268
met2               261000              0.46               0.525
met4                41300             0.073               0.198
met5                 1050            0.0019              0.0186
met1               165000              0.29               0.451
## where the power goes
part	switching (mW)	internal (mW)
Sequential	0.00804	3.09
Combinational	0.356	0.161
Clock	1.08	1.44
Total	1.45	4.69
## layout make-up
class,instances,area [um2],area share
clock buffer,523,11200,0.0581
inverter,85,334,0.00174
multi-input combinational,4233,45500,0.237
clock inverter,254,2380,0.0123
timing repair buffer,644,5300,0.0275
tap,4515,5650,0.0294
sequential,4100,122000,0.634
antenna,44,110,0.000572
## through the flow
stage / hold slack [ps] / worst slack [ps] / utilization
after floorplan: 423 / 31020 / -
after global placement: 433 / 28780 / 0.530
after detailed placement: 438 / 28770 / 0.530
after CTS: 451 / 28740 / 0.570
after global routing: 463 / 28220 / 0.570
final: 447 / 28350 / 0.570
Power and IR drop assume default switching activity.
